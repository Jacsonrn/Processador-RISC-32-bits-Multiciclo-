[design/flow/constraint.sdc]
current_design TopLevel_DE2

set clk_period 91.5
set clk_io_pct 0.2

create_clock -name clk0 -period $clk_period [get_ports {CLOCK_50}]

set non_clock_inputs [all_inputs -no_clocks]
set_input_delay [expr $clk_period * $clk_io_pct] -clock clk0 $non_clock_inputs
set_output_delay [expr $clk_period * $clk_io_pct] -clock clk0 [all_outputs]
[design/flow/run.sh]
#!/bin/bash
# OpenROAD 26Q1-2900-gdf79404cd8, Yosys 0.63+post, stock flow scripts
make -C /OpenROAD-flow-scripts/flow DESIGN_CONFIG=/design/flow/config.mk WORK_HOME=/design/flow/orfs finish
[design/flow/design.v]
module Processor (
    input wire clk,
    input wire reset,
    output reg [31:0] mem_addr,
    output reg [31:0] mem_wdata,
    input wire [31:0] mem_rdata,
    output reg mem_wen,
    output wire [7:0] pc_debug,
    output wire [2:0] state_debug
);
    localparam FETCH=0, DECODE=1, EXEC=2, MEM=3, WRITEBACK=4;
    reg [2:0] state, next_state;
    assign pc_debug = PC[7:0];
    assign state_debug = state;
    reg [31:0] PC, IR, MDR, A, B, ALUOut;
    reg [31:0] RegFile [0:15];
    wire [5:0] opcode = IR[31:26];
    wire [4:0] rs = IR[25:21];
    wire [4:0] rt = IR[20:16];
    wire [4:0] rd = IR[15:11];
    wire [15:0] imm = IR[15:0];
    wire [31:0] sign_ext_imm = {{16{imm[15]}}, imm};
    wire [25:0] jump_addr = IR[25:0];
    integer i;
    always @(posedge clk or posedge reset) begin
        if (reset) begin
            for (i=0; i<16; i=i+1) RegFile[i] <= 0;
            PC <= 0;
            state <= FETCH;
            MDR <= 0;
        end else begin
            RegFile[0] <= 0;  
            state <= next_state;
            if (state == FETCH)  IR <= mem_rdata; 
            if (state == DECODE) begin A <= RegFile[rs]; B <= RegFile[rt]; end
            if (state == MEM)    MDR <= mem_rdata; 
            if (state == DECODE && opcode == 6'h03) RegFile[15] <= PC; 
            if (state == WRITEBACK) begin
                if (opcode == 6'h00) RegFile[rd] <= ALUOut;
                else if (opcode == 6'h23) RegFile[rt] <= MDR;
                else if (opcode[5:3] == 3'b001) RegFile[rt] <= ALUOut;
            end
            if (state == FETCH) PC <= PC + 1;
            else if (state == EXEC) begin
               if (opcode == 6'h04 && A == B) PC <= PC + sign_ext_imm;
               if (opcode == 6'h05 && A != B) PC <= PC + sign_ext_imm;
               if (opcode == 6'h02) PC <= jump_addr;
               if (opcode == 6'h03) PC <= jump_addr;
               if (opcode == 6'h00 && IR[5:0] == 6'h08) PC <= A;
            end
        end
    end
    reg [31:0] ALUResult;
    reg [31:0] Operand2;
    always @(*) begin
        if (state == EXEC && (opcode[5:3] == 3'b001 || opcode == 6'h23 || opcode == 6'h2B)) 
            Operand2 = sign_ext_imm;
        else 
            Operand2 = B;
        case (opcode)
            6'h00: begin  
                case (IR[5:0]) 
                    6'h20: ALUResult = A + Operand2; 
                    6'h22: ALUResult = A - Operand2; 
                    6'h24: ALUResult = A & Operand2; 
                    6'h25: ALUResult = A | Operand2; 
                    6'h2A: ALUResult = (A < Operand2) ? 1 : 0; 
                    default: ALUResult = 0;
                endcase
            end
            6'h08: ALUResult = A + Operand2; 
            6'h0C: ALUResult = A & Operand2; 
            6'h23: ALUResult = A + Operand2;  
            6'h2B: ALUResult = A + Operand2;  
            default: ALUResult = 0;
        endcase
    end
    always @(posedge clk) if (state == EXEC || state == DECODE) ALUOut <= ALUResult;
    always @(*) begin
        mem_wen = 0;
        mem_addr = PC;
        mem_wdata = B; 
        case (state)
            FETCH: begin mem_addr = PC; next_state = DECODE; end
            DECODE: next_state = EXEC; 
            EXEC: begin
                if (opcode == 6'h23 || opcode == 6'h2B) next_state = MEM;
                else if (opcode == 6'h00 || opcode[5:3] == 3'b001) next_state = WRITEBACK;
                else next_state = FETCH;
            end
            MEM: begin
                mem_addr = ALUOut; 
                if (opcode == 6'h2B) begin mem_wen = 1; next_state = FETCH; end 
                else next_state = WRITEBACK; 
            end
            WRITEBACK: next_state = FETCH;
            default: next_state = FETCH;
        endcase
    end
endmodule
module TopLevel_DE2 (
    input wire CLOCK_50,
    input wire [0:0] KEY,       
    input wire [15:0] SW,       
    output wire [15:0] LEDR     
);
    reg [25:0] counter;
    always @(posedge CLOCK_50) counter <= counter + 1;
    wire slow_clk = counter[24]; 
    wire reset = ~KEY[0]; 
    wire [31:0] cpu_addr, cpu_wdata, cpu_rdata;
    wire cpu_wen;
    wire [7:0] pc_to_led;
    wire [2:0] state_to_led;
    Processor CPU (
        .clk(slow_clk),
        .reset(reset),
        .mem_addr(cpu_addr),
        .mem_wdata(cpu_wdata),
        .mem_rdata(cpu_rdata),
        .mem_wen(cpu_wen),
        .pc_debug(pc_to_led),    
        .state_debug(state_to_led) 
    );
    reg [31:0] RAM [0:63]; 
    reg [15:0] led_reg;
    initial begin
        led_reg = 16'h0000;  
        RAM[0] = {6'h23, 5'd0, 5'd1, 16'd60}; 
        RAM[1] = {6'h08, 5'd1, 5'd1, 16'd1};   
        RAM[2] = {6'h2B, 5'd0, 5'd1, 16'd61}; 
        RAM[3] = {6'h02, 26'd0};               
    end
    assign cpu_rdata = (cpu_addr == 32'd60) ? {16'b0, SW} : 
                       (cpu_addr < 60)      ? RAM[cpu_addr] : 
                       32'd0;
    always @(negedge slow_clk) begin
        if (cpu_wen) begin
            if (cpu_addr == 32'd61) begin
                led_reg <= cpu_wdata[15:0]; 
            end
            else if (cpu_addr < 60) begin
                RAM[cpu_addr] <= cpu_wdata;
            end
        end
    end
    assign LEDR[7:0]  = pc_to_led;       
    assign LEDR[15:8] = led_reg[7:0];    
endmodule
[design/flow/config.mk]
export PLATFORM = sky130hd
export DESIGN_NAME = TopLevel_DE2
export DESIGN_NICKNAME = TopLevel_DE2
export VERILOG_FILES = /design/flow/design.v
export SDC_FILE = /design/flow/constraint.sdc
export NUM_CORES = 4
export LEC_CHECK = 1
export CORE_UTILIZATION = 50
==> flow_summary.yaml <==
# implementation run metrics
final_timing:
  finalClockSkew_ns: 0.00167
  setup-violations-final: 0
  unclocked_pins: 2725
  slew_violations: 0
  rsz0062_at_grt: "no"
  worst_pin_slew_ns: 1.08
  untimed_endpoints: 4797
  fin_crit_ns: 1.99
  fin_ws_ns: 89.51
  hold_viol: 0
  finalCritPeriodShare: 0.0218
  fmaxAchievable_mhz: 501
  relSlewSlack: 0.275
  fin_tns_setup_ns: 0
layout:
  reg_top3: "RAM (2008), CPU.RegFile (512)"
  drive_above_1_share: 0.137
  area_growth_syn_to_layout_pct: 4.90
  layout_top_cells: "2144 x edfxtp_1, 931 x nand2_1, 578 x dfrtp_1"
  lay_top_count: "edfxtp_1"
  largest_reg_flops: 2008
  top_register: "RAM"
floorplan:
  die_h_um: 490
  coreArea_sq_um: 236000
  fp.dieW_um: 490
  dieArea_sq_um: 240000
  rows: 178
  io_pins: 34
  fp_util: 0.505
synthesis:
  synth_area_per_cell_sq_um: 14.6
  ys_seq_share: 0.667
  yosys-stat-area_sq_um: 119000
  netlist_instances: 8174
  ys_ff: 2750
  ff_type: "edfxtp_1"
  synth-edff-count: 2144
  synth_area_sq_um: 119000
  yosys_warnings: 3
  ys_cells: 8174
  synthArstFlopShare: 0.211
  synth_cell_type_count: 91
setup_path:
  startpoint: "counter[2]"
  path_max_fanout: 5
  endpoint_kind: "flip-flop"
  path_class: "flip-flop to flip-flop"
  cp.required_ns: 91.64
  r2r_start: "counter[2]"
  critPathArrivalTime_ns: 2.13
  cp-start-kind: "flip-flop"
power_and_ir_drop:
  p_clk_frac: 0.332
  p_switching_mw: 0.00999
  p_comb_frac: 0.269
  swShare: 0.356
  power_leakage_nw: 39.1
  p_per_area_nw_per_um2: 0.224
  peakVddDrop_uv: 8.69
  p_int_mw: 0.0180
  seqPwrFrac: 0.399
worst_hold_path:
  hold_class: "flip-flop to flip-flop"
  min_from: "counter[0]"
routing:
  drt-wirelength-per-cell_um: 34.0
  finalWirelength_um: 383000
  vias: 74100
  viasPerCell: 6.58
  first_iter_violations: 5856
  drcViolationCount: 0
  ant_nets: 0
  drtPass1Iterations: 8
placement:
  hpwl_um: 240000
  portBuffers: 33
  place_congestion: 1.00
  pre_cts_slack_ns: 89.53
clock_network:
  cts_buffers: 3
  cts_tree: "done"
  cts_root_buffer: "clkbuf_16"
  cts_htree_levels: 1
  cts_max_path_buffers: 2
  clk_pin_slew_ns: 0.06
  cts_hold_buf: 0
  insertion_delay_ns: 0.25
  ctsResizeCount: 0
  cts_setup_buffers: 0
global_route:
  grt_antenna_before_repair: 14
  grt_pass1_wl_um: 547000
  grt_max_degree: 204
  overflow: 0
  grt_usage: 0.353
  grt_pass1_vias: 75900
status:
  status: "complete, no violations"
flow_run:
  warnings: 122
  drv_cap: 0
-- cell usage after synthesis, types with 56 or more instances --
library cell  instances  area [sq um]
a21oi_1             424          2120
a31oi_1              72           450
xnor2_1              65           569
nand2_1             931          3490
o22a_1               66           578
clkbuf_1            366          1370
o21ai_0             402          2010
mux2i_1              69           691
edfxtp_1           2144         64400
a22oi_1             449          3370
buf_2                94           470
nor3_1               59           295
and3_1               64           400
inv_1               116           435
nand4_1             117           732
nor2_1              363          1360
a221oi_1             56           490
dfrtp_1             580         14500
mux4_2              506         11400
o22ai_1              90           563
ha_1                130          1630
nand3_1             217          1090
-- logic make-up (layout without fill, tap and decap cells) --
kind of cell	after synthesis	in the layout	share of synthesized area
AND-OR/OR-AND	1907	1907	0.104
multiplexers	624	624	0.106
AND/OR/NAND/NOR	1945	1945	0.0736
buffers and inverters	695	534	0.0267
other	1	99	0.0000315
XOR/XNOR	119	119	0.00875
flip-flops	2750	2750	0.667
adder cells (fa/ha/maj)	133	133	0.0142
-- critical path, cell delays in order, from the launching register on --
cell,delay (ns)
dfxtp_1,0.38
and3_1,0.19
and2_1,0.18
and4_1,0.27
nor2b_1,0.40
nand4_1,0.15
inv_1,0.11
nand2_1,0.08
xnor2_1,0.13
-- worst paths after layout --
check                              endpoint  slack (ns)  cells past startpoint
worst max register to register  counter[19]       89.51                      8
worst min register to register   counter[0]        0.43                      1
worst min-delay path             counter[0]        0.43                      1
worst max-delay path            counter[19]       89.51                      8
-- through the flow --
stage,utilization,power [mW],cell area [sq um],instances,hold WS [ns]
2_1_floorplan,-,0.0121,119000,8261,0.391
3_3_place_gp,0.529,0.0191,125000,11200,0.420
3_5_place_dp,0.529,0.0193,125000,11200,0.424
4_1_cts,0.529,0.0286,125000,11300,0.438
5_1_grt,0.529,0.0299,125000,11300,0.450
6_report,0.529,0.0280,125000,11300,0.430
-- final cells by class --
| class | count | area (sq um) |
|---|---|---|
| multi-input cells | 4816 | 37900 |
| clock buffers | 4 | 78.8 |
| fillers | 19000 | 111000 |
| well taps | 3150 | 3940 |
| flip-flops and latches | 2750 | 79400 |
| inverters | 122 | 465 |
| repair buffers | 408 | 3200 |
| diodes | 11 | 27.5 |
-- per-layer routing --
layer	wire (um)	global-route usage	part of all wire	up-vias
li1	-	-	-	31400
met3	60100	0.211	0.16	812
met4	19800	0.128	0.052	24
met1	127000	0.475	0.33	36900
met5	570	0.0188	0.0015	-
met2	176000	0.501	0.46	4993
-- power by group through the flow --
stage     clock [mW]  sequential, mW  combinational (mW)
4_1_cts      0.00949          0.0112             0.00790
5_1_grt       0.0101          0.0112             0.00868
6_report     0.00931          0.0112             0.00755
Power figures rest on the tool's default switching activity, not on a simulated workload.
